[/design/flow/config.mk]
export PLATFORM = sky130hd
export DESIGN_NAME = fifo_mem
export DESIGN_NICKNAME = fifo_mem
export VERILOG_FILES = /design/flow/design.v
export SDC_FILE = /design/flow/constraint.sdc
export NUM_CORES = 4
export LEC_CHECK = 1
export CORE_UTILIZATION = 40
export SYNTH_MEMORY_MAX_BITS = 65536
[/design/flow/constraint.sdc]
current_design fifo_mem

set clk_period 40.3
set clk_io_pct 0.2

create_clock -name clk0 -period $clk_period [get_ports {wclk}]

set non_clock_inputs [all_inputs -no_clocks]
set_input_delay [expr $clk_period * $clk_io_pct] -clock clk0 $non_clock_inputs
set_output_delay [expr $clk_period * $clk_io_pct] -clock clk0 [all_outputs]
[/design/flow/design.v]
module fifo_mem #(
  parameter DATA_WIDTH = 32,
  parameter ADDR_WIDTH = 8
  )(
  input wclken, wfull, wclk,
  input [ADDR_WIDTH -1:0] waddr, raddr,
  input [DATA_WIDTH -1:0] wdata,
  output reg [DATA_WIDTH -1:0] rdata
);
  localparam FIFO_DEPTH = 1<<ADDR_WIDTH;
  reg [DATA_WIDTH -1:0] fifo_mem [0:FIFO_DEPTH -1];
  assign rdata = fifo_mem[raddr];
  always_ff @(posedge wclk) begin
    if(wclken && !wfull) fifo_mem[waddr] <= wdata;
  end
endmodule
[/design/flow/run.sh]
#!/bin/bash
# OpenROAD 26Q1-2900-gdf79404cd8, Yosys 0.63+post, stock flow scripts
make -C /OpenROAD-flow-scripts/flow DESIGN_CONFIG=/design/flow/config.mk WORK_HOME=/design/flow/orfs finish
==> impl_metrics.env <==
# physical design summary
export IMPL_die_area_sq_um=790800
export IMPL_synth_cell_type_count=60
export IMPL_irDropWorstVdd_v=0.00005306
export IMPL_cts_sinks=8192
export IMPL_total_power_mw=17.45
export IMPL_largest_register_ffs=8192
export IMPL_fin_tns_setup_ns=0
export IMPL_worst_pin_slew_ns=1.432
export IMPL_drv_cap=0
export IMPL_yosys_stat_seqShare_pct=78.12
export IMPL_ios=83
export IMPL_min_path_type="in -> reg"
export IMPL_ys_chip_area_sq_um=314900
export IMPL_mappedNetlistArea_sq_um=314900
export IMPL_status="finished, final reports clean"
export IMPL_holdCritStartpoint="wdata[13]"
export IMPL_routed_wl_mm=956.7
export IMPL_setup_ws_ns=16.27
export IMPL_arrival_ns=15.97
export IMPL_rows=325
export IMPL_p_leak_nw=112.7
export IMPL_rsz0062_at_grt="no"
export IMPL_hold_viol=0
export IMPL_fmax_mhz=41.61
export IMPL_drtIter0Drc=10330
export IMPL_cts_clk_slew_worst_paths_ns=0.06
export IMPL_coreArea_sq_um=784000
export IMPL_synth_async_reset_ratio_pct=0
export IMPL_antenna_found_initial=68
export IMPL_nFillCells=63860
export IMPL_period_needed_ns=24.03
export IMPL_endpoint_kind="output pin"
export IMPL_maxSlewHeadroom_pct=4.344
export IMPL_die_h_microns=889.3
export IMPL_cts_buffer_depth=4
export IMPL_synth_cells=14290
export IMPL_grt_pass1_wl_mm=1325
export IMPL_avgSynthCellArea_sq_um=22.04
export IMPL_regMostFlops="fifo_mem"
export IMPL_place_gp_congestion=0.9496
export IMPL_logic_area_sq_um=66480
export IMPL_port_buffers=82
export IMPL_vias_per_cell=5.850
export IMPL_regArea_sq_um=246000
export IMPL_worstSetupPathType="in -> out"
export IMPL_layout_worst_path_cycle_share_pct=59.64
export IMPL_numSynthFlops=8192
export IMPL_yosys_most_used_dff="edfxtp_1"
export IMPL_post_dp_hpwl_mm=581.3
export IMPL_worstHoldPathCells=1
export IMPL_cts_tree="built"
export IMPL_critPathMaxFanout=66
export IMPL_finalMaxSlewViolations=0
export IMPL_first_global_vias=166700
export IMPL_cp_required_ns=32.24
export IMPL_route_detailed_drc=0
export IMPL_ant_nets=0
export IMPL_reg_largest_list="fifo_mem x8192"
export IMPL_setup_violations=0
export IMPL_die_x_microns=889.3
export IMPL_fin_util_pct=45.82
export IMPL_drive_gt1_share_pct=26.25
export IMPL_topCellsByArea="edfxtp_1, mux4_2, mux2i_1, o221ai_1, clkbuf_1"
export IMPL_yosys_warnings=2
export IMPL_warnings=29
export IMPL_top_area_share_pct=78.12
export IMPL_numCtsBuffers=784
export IMPL_area_delta_synth_final_pct=14.08
export IMPL_ctsRootBufferMaster="clkbuf_16"
export IMPL_ctsHoldBuffers=0
export IMPL_drt_pass1_iter_count=6
export IMPL_power_density_nw_per_um2=48.58
export IMPL_worst_hold_path_endpoint="fifo_mem[70][13]"
export IMPL_post_cts_resized=0
export IMPL_fp_util_pct=40.17
export IMPL_grt_overflow=0
export IMPL_vias=155000
export IMPL_yosysTopAreaCell="edfxtp_1"
export IMPL_yosys_cells=14290
export IMPL_startpoint_type="primary input"
export IMPL_place_ws_ns=16.05
export IMPL_htreeDepth=6
export IMPL_cts_post_setup_buffers_inserted=0
export IMPL_edf_count=8192
export IMPL_track_usage_pct=26.69
export IMPL_wl_per_cell_microns=36.11
export IMPL_grt_max_degree=117
area by class of cell:
cell class / instances / share of cell area (%)
diodes: 107 / 0.07453
clock buffers: 976 / 5.721
clock inverters: 467 / 1.149
inverters: 32 / 0.03692
multi-input cells: 5194 / 18.50
flip-flops and latches: 8192 / 68.48
well taps: 10460 / 3.644
repair buffers: 1060 / 2.394
per-layer routing:
metal / share of wire, % / wire length (microns) / vias to the layer above / global-route usage [%]
li1: - / - / 63130 / -
met5: 0.61 / 5811 / - / 6.113
met3: 22 / 210200 / 1810 / 25.63
met1: 29 / 276500 / 78460 / 28.84
met2: 43 / 413100 / 11470 / 35.62
met4: 5.3 / 51090 / 120 / 10.34
cells in the mapped netlist, drive strengths merged, types with 3 or more instances:
cell	count
nor4	58
nor3	211
a22o	28
a2111oi	68
mux2	94
a22oi	102
o22ai	171
nor3b	4
edfxtp	8192
a211o	6
or4	34
or3b	3
o21a	22
nor2b	25
mux2i	1235
clkbuf	380
o211ai	50
or3	7
nand3	31
and3	6
o21ai	65
o2bb2ai	7
o2111ai	3
a21oi	266
nor2	340
mux4	1576
o22a	4
buf	488
o221ai	398
and4b	3
nand2	78
nand4	81
or2	5
inv	30
a211oi	69
and2	20
nand2b	15
a221o	23
a221oi	72
stage by stage:
step           area (sq um)  hold WS, ns  cells
6_report             359200        7.268  26490
5_1_grt              359200        7.272  26460
2_1_floorplan        314900        8.159  14290
4_1_cts              359000        7.199  26390
3_5_place_dp         334300        8.478  24940
3_3_place_gp         334200        8.471  24940
power by group:
group | internal, mW | switching (mW)
clock network | 3.97 | 3.18
logic | 0.294 | 0.626
registers | 9.38 | 0.00203
total | 13.6 | 3.81
kinds of logic after synthesis:
| kind of cell | Yosys count | synth area share, % |
|---|---|---|
| AND-OR/OR-AND | 1362 | 3.187 |
| buffers and inverters | 900 | 1.724 |
| flip-flops | 8192 | 78.12 |
| multiplexers | 2905 | 15.53 |
| AND/OR/NAND/NOR | 927 | 1.441 |
critical path: stages:
cell	delay, ns
buf_16	0.31
buf_12	0.45
buf_4	0.59
buf_4	0.50
buf_4	0.64
buf_4	0.54
buf_4	0.56
mux2i_1	0.15
o221ai_1	0.28
nor3_1	0.26
a211oi_1	0.70
nand4_1	0.51
nor4_2	1.31
buf_4	0.28
clkdlybuf4s50_1	0.46
placed cells by master, fill, tap and decap left out, types with 44 or more instances in the layout:
cell type / n
a211oi_1: 67
a21oi_1: 257
a22oi_1: 102
buf_4: 960
bufinv_16: 54
clkbuf_1: 182
clkbuf_16: 794
clkdlybuf4s50_1: 44
clkinv_1: 209
clkinv_2: 140
diode_2: 107
edfxtp_1: 8192
mux2_2: 94
mux2i_1: 1232
mux4_2: 1576
nand2_1: 70
nand4_1: 81
nor2_1: 78
nor2_4: 258
nor3_1: 195
o211ai_1: 50
o21ai_0: 64
o221ai_1: 398
o22ai_1: 170
worst max-delay path by stage:
stage | cells past startpoint | startpoint | to
after global routing | 13 | raddr[0] | rdata[0]
final | 15 | raddr[0] | rdata[3]
after CTS | 14 | raddr[0] | rdata[27]
No activity file was given, so power comes from the tool's default toggle rates.
